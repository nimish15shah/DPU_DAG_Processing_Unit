==> design/flow/run.sh <==
#!/bin/bash
# OpenROAD 26Q1-2900-gdf79404cd8, Yosys 0.63+post, stock flow scripts
make -C /OpenROAD-flow-scripts/flow DESIGN_CONFIG=/design/flow/config.mk WORK_HOME=/design/flow/orfs finish
==> design/flow/config.mk <==
export PLATFORM = sky130hd
export DESIGN_NAME = flt_mul
export DESIGN_NICKNAME = flt_mul
export VERILOG_FILES = /design/flow/design.v
export SDC_FILE = /design/flow/constraint.sdc
export NUM_CORES = 4
export LEC_CHECK = 1
export CORE_UTILIZATION = 40
==> design/flow/constraint.sdc <==
current_design flt_mul

set clk_period 56.3
set clk_io_pct 0.2

create_clock -name clk0 -period $clk_period

set non_clock_inputs [all_inputs -no_clocks]
set_input_delay [expr $clk_period * $clk_io_pct] -clock clk0 $non_clock_inputs
set_output_delay [expr $clk_period * $clk_io_pct] -clock clk0 [all_outputs]
==> design/flow/design.v <==
module flt_add #(
  parameter EXP_W = 8,
  parameter MAN_W = 23
)(
  input [EXP_W+MAN_W-1:0] in1,
  input [EXP_W+MAN_W-1:0] in2,
  output reg [EXP_W+MAN_W-1:0] out
 );
  logic unsigned [MAN_W-1:0] man1;
  logic unsigned [EXP_W-1:0] exp1;
  logic unsigned [MAN_W-1:0] man2;
  logic unsigned [EXP_W-1:0] exp2;
  logic unsigned [MAN_W-1:0] manO;
  logic unsigned [EXP_W-1:0] expO;
  logic signed [EXP_W:0] exp1S;
  logic signed [EXP_W:0] exp2S;
  logic signed [EXP_W:0] dExpS;
  logic signed [EXP_W:0] dExp;
  logic unsigned [EXP_W:0] shiftExp;
  logic unsigned [EXP_W-1:0] expSel;
  logic unsigned [EXP_W:0] expInc;
  logic unsigned increment;
  logic unsigned [EXP_W:0] expPreOverflow;
  logic unsigned [MAN_W:0] man1E;  
  logic unsigned [MAN_W:0] man2E;  
  logic unsigned [MAN_W+1:0] manPreShift;
  logic unsigned [MAN_W+1:0] manShift;
  logic unsigned [MAN_W+1:0] manNormal;
  logic unsigned [MAN_W+2:0] man_raw;
  logic unsigned [MAN_W+1:0] manPreRound;
  logic unsigned [MAN_W+1:0] manRound;
  logic unsigned [MAN_W:0] manPreOverflow;
  always_comb begin
    man1 = in1[MAN_W-1:0];
    exp1= in1[EXP_W + MAN_W-1: MAN_W];
    man2 = in2[MAN_W-1:0];
    exp2= in2[EXP_W + MAN_W-1: MAN_W];
    exp1S = $signed({1'b0,exp1});
    exp2S = -$signed({1'b0,exp2});
    dExpS = exp1S + exp2S;
    if (dExpS[EXP_W]==1)
      shiftExp = $unsigned(-dExpS);
    else
      shiftExp = $unsigned(dExpS);
    if (in1 == 0) begin  
      man1E = {1'b0, man1};
    end else begin
      man1E = {1'b1, man1};
    end
    if (in2 == 0) begin  
      man2E = {1'b0, man2};
    end else begin
      man2E = {1'b1, man2};
    end
    if (dExpS[EXP_W]==1) begin
      manPreShift = {man1E,1'b0};
      manNormal = {man2E,1'b0};
    end else begin
      manPreShift = {man2E,1'b0};
      manNormal = {man1E,1'b0};
    end
    manShift = manPreShift>>>shiftExp[EXP_W-1:0];
    man_raw = manShift + manNormal;
    if (man_raw[MAN_W+2]) begin
      manPreRound = man_raw[MAN_W+2:1];
    end else begin
      manPreRound = man_raw[MAN_W+1:0]; 
    end
    manRound = manPreRound[MAN_W+1:1] + manPreRound[0];  
    if (manRound[MAN_W+1]) begin
      manPreOverflow = manRound[MAN_W+1:1];
    end else begin
      manPreOverflow = manRound[MAN_W:0];
    end
    if (dExpS[EXP_W]) begin
      expSel = exp2;
    end else begin
      expSel = exp1;
    end
    expPreOverflow = {1'b0,expSel} + (man_raw[MAN_W+2]==1 || manRound[MAN_W+1]==1);
    if (expPreOverflow[EXP_W]) begin
      expO = {EXP_W{1'b1}};
      manO = {MAN_W{1'b1}};
    end else begin
      expO = expPreOverflow[EXP_W-1:0];
      manO = manPreOverflow[0+:MAN_W];
    end
    out= {expO, manO};
  end
endmodule
module flt_mul # (parameter EXP_L= 8, MNT_L=23)(  
    input [EXP_L+MNT_L-1:0] in1, 
    input [EXP_L+MNT_L-1:0] in2, 
    output [EXP_L+MNT_L-1:0] out 
  );
logic unsigned [MNT_L:0] sigX ;
logic unsigned [MNT_L:0] sigY ;
logic unsigned [2*MNT_L+1:0] sigProd ;
logic unsigned [2*MNT_L+1:0] sigProdExt_pre;
logic unsigned [2*MNT_L+1:0] sigProdExt ;
logic unsigned [EXP_L-1:0] expX ;
logic unsigned [EXP_L-1:0] expY ;
logic unsigned [EXP_L:0] expSumPreSub ;
logic unsigned [EXP_L-2:0] bias_dummy;
logic unsigned [EXP_L:0] bias ;
logic unsigned [EXP_L:0] expSum ;
logic unsigned [EXP_L:0] expPostNorm;
logic unsigned [EXP_L:0] expPostNorm_fin;
logic unsigned [EXP_L+MNT_L:0] expSig; 
logic unsigned [EXP_L+MNT_L:0] expSigPostRound;
logic unsigned norm;
logic unsigned sticky ;
logic unsigned guard  ;
logic unsigned round  ;
  assign expX = in1[EXP_L+MNT_L-1 : MNT_L];
  assign expY = in2[EXP_L+MNT_L-1 : MNT_L];
  assign sigX = {1'b1 , in1[MNT_L-1:0]};
  assign sigY = {1'b1 , in2[MNT_L-1:0]};
  assign sigProd= sigX*sigY; 
  assign norm= sigProd[2*MNT_L+1];
  assign expSumPreSub = {1'b0, expX} + {1'b0, expY};
  assign bias_dummy= '1;   
  assign bias = {2'b00, bias_dummy};  
  assign expSum = expSumPreSub + norm - bias;
  assign expPostNorm= expSum;
  always @(*)
  begin
    if (norm == 1) begin
      sigProdExt_pre = {sigProd[2*MNT_L : 0], 1'b0};
    end else begin
      sigProdExt_pre = {sigProd[2*MNT_L-1 : 0], 2'b00};
    end
  end
  always @(*)
  begin
    if ((bias > (expSumPreSub+norm)) || (in1==0) || (in2==0)) begin  
      expPostNorm_fin= '0;  
      sigProdExt= '0;
    end else if (expPostNorm[EXP_L]) begin  
      expPostNorm_fin= '1;  
      sigProdExt= { {MNT_L{1'b1}} , {2+MNT_L{1'b0}} };  
    end else begin
      expPostNorm_fin= expPostNorm;
      sigProdExt= sigProdExt_pre;
    end
  end
  assign expSig = {expPostNorm_fin , sigProdExt[2*MNT_L+1: MNT_L+2]};
  assign sticky = sigProdExt[MNT_L+1];
  assign expSigPostRound= sticky+ expSig;  
  assign out = expSigPostRound[EXP_L+MNT_L-1:0];
endmodule
module shift_reg #(parameter DEPTH=1, WORD_LEN=32)(
  input clk, rst,
  input [WORD_LEN-1:0] in,
  output [WORD_LEN-1:0] out
  );
  reg [DEPTH-1 : 0][WORD_LEN-1 : 0] shift ;
  integer i;
  assign out= shift[DEPTH-1];
  always @ ( posedge clk)
  begin: SHIFT_REG
    if (rst) begin
      for (i=0; i<DEPTH; i=i+1) begin
        shift[i] <= 0;
      end
    end else begin
      shift[0]<= in;
      for (i=1; i<DEPTH; i= i+1) begin
        shift[i] <= shift[i-1];
      end
    end
  end
endmodule
module shift_reg_2d #(parameter DEPTH=1, INNER_DIM=32, OUTER_DIM= 8)(
  input clk, rst,
  input [OUTER_DIM - 1: 0][INNER_DIM-1:0] in,
  output [OUTER_DIM - 1: 0][INNER_DIM-1:0] out
  );
  reg [DEPTH-1 : 0][OUTER_DIM - 1: 0][INNER_DIM-1:0] shift;
  integer i;
  assign out= shift[DEPTH-1];
  always @ ( posedge clk)
  begin: SHIFT_REG_2D
    if (rst) begin
      for (i=0; i<DEPTH; i=i+1) begin
        for (integer j=0; j<OUTER_DIM; j=j+1) begin
            shift[i][j] <= '0;
        end
      end
    end else begin
      shift[0]<= in;
      for (i=1; i<DEPTH; i= i+1) begin
        shift[i] <= shift[i-1];
      end
    end
  end
endmodule
module crossbar #(parameter WORD_LEN=32,  IN_PORTS= 32, OUT_PORTS=32) (
  input [IN_PORTS-1: 0][WORD_LEN-1 : 0] input_words ,
  input [OUT_PORTS-1: 0][$clog2(IN_PORTS) - 1 : 0] sel ,
  output [OUT_PORTS-1: 0][WORD_LEN-1 : 0] output_words 
  );
  logic [OUT_PORTS-1: 0][WORD_LEN-1 : 0] output_words_d ;
  always_comb
  begin
    for (int i=0 ; i < OUT_PORTS; i++) begin
      output_words_d[i] <= input_words[sel[i]]; 
    end
  end
  assign output_words = output_words_d;
endmodule  
==> notes.md <==
The total negative setup slack came out at 0 ns. After clock tree synthesis, the setup repair step added 0 buffers. Detailed-route iteration 0 reported a violation count of 832.

The tools report the register area share after synthesis as 0. The commonest cells after synthesis are inv_1 (568), fa_1 (483), nand2_1 (340), and2_1 (228), ha_1 (179). The aggregate global-route resource usage is 0.2680, and the total via count in the routed design is 16800. Yosys shows that the main logic family after synthesis is adder cells. The flow ran to the end, and the final reports show no timing, DRC or antenna violations. The highest clock rate this design can be run at is 0.02840 GHz.

STA classifies the critical path endpoint as an output port. For the area figure in the yosys stat output, the log shows 20930 um2. With the number of warnings in the stage logs at 33, the total number of yosys warnings is 1. In the Yosys stats the netlist draws on 81 distinct library cells.

Among all cell types in the netlist, the one instantiated most often is inv_1. The routed design shows a via density per instance of 5.243. The fill cell instance count of the final layout came out at 5071.

The final timing report gives a worst setup slack of 21.08 ns. The run gives 7.057 mm for the amount of wire on met3 after detailed routing. Before CTS, the worst setup slack after placement is 21.25 ns. In the final report, the number of hold violations comes to 0.

In this run the remaining antenna-violating nets after routing total 0. The run gives 0 for the count of hold buffers inserted by post-cts repair. Per the STA report, the cell with the highest stage delay on the worst path is nor4_2. The simple-gate share of the synthesized area was 0.2001; the slew of the pin with the lowest slew margin was 0.7124 ns. At the worst endpoint, the required time is 45.04 ns. The type of the worst setup path was in -> out. With the half-perimeter wire length of the detailed placement result at 49.51 mm, the fraction of post-synthesis cell area in the top cell type by area is 0.4621.

The number of global-route vias before repair came out at 18200. The share of synthesized area spent on multiplexers is 0.005262, and the routability-driven placement congestion ratio is 0.9636. Wire segments on met2 add up to 30.25 mm in the final route.

The worst setup path is launched from a primary input. For this sky-water flow run, the detailed-routed wirelength per cell is reported as 19.88 um.

After synthesis the cells add up to 20930 um2. The boundary pin count is 93. The run gives 32 for the worst-path maximum fanout. From synthesis to final layout, the design area changed by 7.964%. The cell accounting for the most synthesized area is fa_1.

The clock period minus worst slack is 35.22 ns. Measured along the y axis, the die boundary spans 230.7 um. The detailed router reported a total wirelength of 63.70 mm.

In this run the horizontal extent of the chip is 230.7 um. The normalized max-slew margin was 0.5201. Entering global routing, the biggest net connects 36 pins.

The tightest min-delay check is of the in -> out type. The placeable core region is 51510 um2, and the number of sequential storage elements is 0. The post-layout period usage of the worst path works out to 0.6255. According to the report, the first pass of detailed routing completed in 5 iterations. The area fraction in xor and xnor cells came out at 0.02051. Count of buffers from port buffering: 93. The area fraction in compound gates after synthesis was 0.07910. The fraction of the core area occupied by cells at floorplan was 0.4063.

Max-slew violation count: 0. The initial antenna violation count came out at 1. The uppermost layer routed was met5. With the maximum single-stage delay on the critical path at 0.66 ns, the site row count is 83.

Global routing finished with a remaining overflow of 0. The end-of-flow timing check tallies setup violations at 0. The tools report the post-detailed-route DRC marker count as 0. The adder and majority gate portion of the synthesized area works out to 0.5691. The cell that appears most often on the critical path is fa_1. Per the layout area report, the register area comes to 0 um2. The logs give 24.65 mm for the routed metal-1 wire length and 0 for the number of cells upsized or downsized after cts. The first global-routing pass estimated 103.4 mm of wire.

Setup repair after global routing left no endpoint under its margin. After technology mapping, the gate count stands at 2501. On the critical path the data arrives at 23.96 ns. The fraction of layout instances using a drive strength above 1 came out at 0.02973. The logs give 0 for the count of maximum capacitance violations and 2501 for the number of cell instances after yosys synthesis. Counting the clock-network buffers in the layout gives 0. The chip occupies 53230 um2. Each instance of the synthesized netlist takes up on average 8.367 um2. After synthesis, the cell types taking the most area are fa_1 (46%), ha_1 (11%), inv_1 (10%).
## cell families after synthesis
logic type | after synthesis
simple gates | 834
buf+inv | 692
mux | 11
compound gates | 253
xor+xnor | 49
fa+ha+maj | 662
## final timing paths
path                 from       to  slack [ns]  cells past startpoint
setup / recovery   in2[8]  out[26]       21.08                     46
hold / removal    in2[23]  out[23]       24.10                      5
## critical path, delay by kind of cell
| kind | cells | cell delay, ns |
|---|---|---|
| AOI/OAI and AO/OA | 7 | 1.21 |
| buffers and inverters | 15 | 2.95 |
| and+or+nand+nor | 11 | 3.35 |
| adders and majority gates | 13 | 5.13 |
## metal layers
| layer | GRT usage | vias up |
|---|---|---|
| met5 | 0.01379 | - |
| met4 | 0.05008 | 4 |
| met3 | 0.1184 | 103 |
| met2 | 0.4183 | 810 |
| met1 | 0.3568 | 8222 |
| li1 | - | 7659 |
## metrics by stage
step,utilization,instance area [um2],hold WS (ns),std cells
final,0.4386,22590,24.10,3204
after detailed placement,0.4386,22590,24.09,3203
after global routing,0.4386,22590,24.20,3204
after global placement,0.4386,22590,24.12,3203
after CTS,0.4386,22590,24.09,3203
after floorplan,-,20930,22.96,2501
## area by class of cell
cell class         instances  area, um2  area share
multi-input cells       1809      18290      0.8095
diodes                     1      2.502   0.0001108
inverters                571       2143     0.09487
well taps                680      850.8     0.03766
repair buffers           143       1306     0.05782
## layout by cell type, fill, tap and decap left out, types with 12 or more instances in the layout
cell,instances
nand2b_1,12
clkdlybuf4s50_1,93
buf_4,50
nor3_1,31
and2_1,228
nand2_1,340
a21oi_1,74
ha_1,179
xnor2_1,30
nand4_1,27
o211ai_1,14
o21ai_0,52
xor2_1,19
a31oi_1,12
fa_1,483
nand3_1,21
o21a_1,15
nor4_1,20
inv_1,568
nor2_1,101
